**flow/design.v**
```verilog
module programCounter(
  input clk, reset,
  input [63:0] PCin,
  output reg [63:0] PCout);
  always @ (posedge clk or posedge reset)
    begin
      if (reset)
        PCout = 0;
      else
        PCout = PCin;
    end
endmodule
module mux2to1(A, B, S, Y);
  input [63:0] A;
  input [63:0] B;
  input S;
  output [63:0] Y;
  assign Y = S ? B : A;
endmodule 
module instructionMemory(
  input [63:0] instAddr,
  output reg [31:0] inst);
  reg [7:0] instMem [15:0];
  initial
    begin
      instMem[0] = 8'b10000011;
      instMem[1] = 8'b00110100;
      instMem[2] = 8'b00000101;
      instMem[3] = 8'b00001111;
      instMem[4] = 8'b10110011;
      instMem[5] = 8'b10000100;
      instMem[6] = 8'b10011010;
      instMem[7] = 8'b00000000;
      instMem[8] = 8'b10010011;
      instMem[9] = 8'b10000100;
      instMem[10] = 8'b00010100;
      instMem[11] = 8'b00000000;
      instMem[12] = 8'b00100011;
      instMem[13] = 8'b00111000;
      instMem[14] = 8'b10010101;
      instMem[15] = 8'b00001110;
    end
  always @ (instAddr)
    begin
      inst[31:24] = instMem[instAddr + 3];
      inst[23:16] = instMem[instAddr + 2];
      inst[15:8] = instMem[instAddr + 1];
      inst[7:0] = instMem[instAddr];
    end
endmodule
module instructionParser(instruction, opcode, rd, funct3, rs1, rs2, funct7);
  input [31:0] instruction;
  output [6:0] opcode;
  output [4:0] rd;
  output [2:0] funct3;
  output [4:0] rs1;
  output [4:0] rs2;
  output [6:0] funct7;
  assign funct7 = instruction [31:25];
  assign rs2 = instruction [24:20];
  assign rs1 = instruction [19:15];
  assign funct3 = instruction [14:12] ;
  assign rd = instruction [11:7];
  assign opcode = instruction [6:0];
endmodule
module dataGenerator(
  input [31:0] instruction,
  output reg [63:0] imm_data
);
  wire op_decide = instruction[26:25];
  reg [11:0] imm;
  always @ (instruction)
    begin
      if (op_decide == 2'b00)
        imm = instruction[31:20];
      else if (op_decide == 2'b01)    
        imm = {instruction[31:25], instruction[11:7]};
      else
        imm = {instruction[31], instruction[29:25], instruction[11:8], instruction[30]};
      imm_data[63:12] = {52{imm[11]}};
      imm_data[11:0] = imm;
     end
endmodule
module adder(
  input [63:0] A, B,
  output [63:0] C);
  assign C = A + B;
endmodule
module ALU_64_bit(
  input [63:0] A,
  input [63:0] B,
  input [3:0] ALUOp,
  output reg [63:0] R,
  output reg Z);
  always @ (*)
    begin
      if (ALUOp == 4'b0000)
        R = A & B;
      else if (ALUOp == 4'b0001)
        R = A | B;
      else if (ALUOp == 4'b0010)
        R = A + B;
      else if (ALUOp == 4'b0110)
        R = A - B;
      else if (ALUOp == 4'b1100)
        R = (~A)&(~B);
      if (R == 0)
        Z = 1;
      else
        Z = 0;
    end
endmodule
module ALUcontrol(
  input [1:0] ALUop,
  input [3:0] funct,
  output reg [3:0] operation);
  always @ (*)
    begin
      if (ALUop == 2'b00)
        operation = 4'b0010;
      else if (ALUop == 2'b01)
        operation = 4'b0110;
      else if (ALUop == 2'b10)
        begin
          if (funct == 4'b0)
            operation = 4'b0010;
          else if (funct == 4'b1000)
            operation = 4'b0110;
          else if (funct == 4'b0111)
            operation = 4'b0;
          else if (funct == 4'b0110)
            operation = 4'b1;
        end
    end
endmodule
module controlUnit(
  input [6:0] opcode,
  output reg [1:0] ALUop,
  output reg branch, memRead, memtoReg, memWrite, ALUsrc, regWrite);
  always @ (*)
    begin
      if (opcode[6:4] == 3'b011)
        begin
          ALUsrc = 0;
          memtoReg = 0;
          regWrite = 1;
          memRead = 0;
          memWrite = 0;
          branch = 0;
          ALUop = 2'b10;
        end
      else if (opcode[6:4] == 3'b0)
        begin
          ALUsrc = 1;
          memtoReg = 1;
          regWrite = 1;
          memRead = 1;
          memWrite = 0;
          branch = 0;
          ALUop = 2'b00;
        end
      else if (opcode[6:4] == 3'b010)
        begin
          ALUsrc = 1;
          regWrite = 0;
          memRead = 0;
          memWrite = 1;
          branch = 0;
          ALUop = 2'b00;
        end
      else if (opcode[2:0] == 3'b110)
        begin
          ALUsrc = 0;
          regWrite = 0;
          memRead = 0;
          memWrite = 0;
          branch = 1;
          ALUop = 2'b01;
        end
    end
endmodule
module dataMemory(
  input [63:0] memAddr,
  input [63:0] writeData,
  input clk, memWrite, memRead,
  output reg [63:0] readData);
  reg [7:0] instMem [63:0];
  initial
    begin
      instMem[0] = 8'b10000011;
      instMem[1] = 8'b00110100;
      instMem[2] = 8'b00000101;
      instMem[3] = 8'b00001111;
      instMem[4] = 8'b10110011;
      instMem[5] = 8'b10000100;
      instMem[6] = 8'b10011010;
      instMem[7] = 8'b00000000;
      instMem[8] = 8'b10010011;
      instMem[9] = 8'b10000100;
      instMem[10] = 8'b00010100;
      instMem[11] = 8'b00000000;
      instMem[12] = 8'b00100011;
      instMem[13] = 8'b00111000;
      instMem[14] = 8'b10010101;
      instMem[15] = 8'b00001110;
      instMem[16] = 8'b10000011;
      instMem[17] = 8'b00110100;
      instMem[18] = 8'b00000101;
      instMem[19] = 8'b00001111;
      instMem[20] = 8'b10110011;
      instMem[21] = 8'b10000100;
      instMem[22] = 8'b10011010;
      instMem[23] = 8'b00000000;
      instMem[24] = 8'b10010011;
      instMem[25] = 8'b10000100;
      instMem[26] = 8'b00010100;
      instMem[27] = 8'b00000000;
      instMem[28] = 8'b00100011;
      instMem[29] = 8'b00111000;
      instMem[30] = 8'b10010101;
      instMem[31] = 8'b00001110;
      instMem[32] = 8'b10000011;
      instMem[33] = 8'b00110100;
      instMem[34] = 8'b00000101;
      instMem[35] = 8'b00001111;
      instMem[36] = 8'b10110011;
      instMem[37] = 8'b10000100;
      instMem[38] = 8'b10011010;
      instMem[39] = 8'b00000000;
      instMem[40] = 8'b10010011;
      instMem[41] = 8'b10000100;
      instMem[42] = 8'b00010100;
      instMem[43] = 8'b00000000;
      instMem[44] = 8'b00100011;
      instMem[45] = 8'b00111000;
      instMem[46] = 8'b10010101;
      instMem[47] = 8'b00001110;
      instMem[48] = 8'b10000011;
      instMem[49] = 8'b00110100;
      instMem[50] = 8'b00000101;
      instMem[51] = 8'b00001111;
      instMem[52] = 8'b10110011;
      instMem[53] = 8'b10000100;
      instMem[54] = 8'b10011010;
      instMem[55] = 8'b00000000;
      instMem[56] = 8'b10010011;
      instMem[57] = 8'b10000100;
      instMem[58] = 8'b00010100;
      instMem[59] = 8'b00000000;
      instMem[60] = 8'b00100011;
      instMem[61] = 8'b00111000;
      instMem[62] = 8'b10010101;
      instMem[63] = 8'b00001110;
    end
  always @ (posedge clk)
    begin
      if (memWrite)
        begin
          instMem[memAddr] <= writeData[7:0];
          instMem[memAddr + 1] <= writeData[15:8];
          instMem[memAddr + 2] <= writeData[23:16];
          instMem[memAddr + 3] <= writeData[31:24];
          instMem[memAddr + 4] <= writeData[39:32];
          instMem[memAddr + 5] <= writeData[47:40];
          instMem[memAddr + 6] <= writeData[55:48];
          instMem[memAddr + 7] <= writeData[63:56];
        end
    end
  always @ (*)
    begin
      if (memRead)
        begin
          readData[7:0] = instMem[memAddr];
          readData[15:8] = instMem[memAddr + 1];
          readData[23:16] = instMem[memAddr + 2];
          readData[31:24] = instMem[memAddr + 3];
          readData[39:32] = instMem[memAddr + 4];
          readData[47:40] = instMem[memAddr + 5];
          readData[55:48] = instMem[memAddr + 6];
          readData[63:56] = instMem[memAddr + 7];
        end
      else
        readData = 0;
    end
endmodule
module registerFile(
  input [4:0] rs1,
  input [4:0] rs2,
  input [4:0] rd,
  input [63:0] wd,
  input rw,
  input clk,
  input reset,
  output reg [63:0] readData1,
  output reg [63:0] readData2);
  reg [63:0] registers [31:0];
  initial
    begin
      registers[0] = 64'h1;
      registers[1] = 64'h2;
      registers[2] = 64'h3;
      registers[3] = 64'h4;
      registers[4] = 64'h5;
      registers[5] = 64'h4;
      registers[6] = 64'h4;
      registers[7] = 64'h4;
      registers[8] = 64'h4;
      registers[9] = 64'h4;
      registers[10] = 64'h4;
      registers[11] = 64'h4;
      registers[12] = 64'h4;
      registers[13] = 64'h4;
      registers[14] = 64'h4;
      registers[15] = 64'h4;
      registers[16] = 64'h4;
      registers[17] = 64'h4;
      registers[18] = 64'h4;
      registers[19] = 64'h4;
      registers[20] = 64'h4;
      registers[21] = 64'h1;
      registers[22] = 64'h3;
      registers[23] = 64'h4;
      registers[24] = 64'h4;
      registers[25] = 64'h4;
      registers[26] = 64'h4;
      registers[27] = 64'h4;
      registers[28] = 64'h4;
      registers[29] = 64'h4;
      registers[30] = 64'h4;
      registers[31] = 64'h4;
    end
  always @ (*)
    begin
      if (reset == 0)
        begin
          readData1 <= registers[rs1];
          readData2 <= registers[rs2];
        end
      else
        begin
          readData1 <= 0;
          readData2 <= 0;
        end
    end
  always @ (posedge clk)
    begin
      if (rw == 1)
        registers[rd] <= wd;
    end
endmodule
module singleProcessor(
  input clk,
  input reset
);
  wire [63:0]mux1out;
  wire [63:0]pcout1;
  wire andgate;
  wire branch;
  wire zero;
  assign andgate = branch & zero;  
  programCounter pc(clk, reset, mux1out, pcout1);  
  wire [63:0] mux1a;	
  wire [63:0] mux1b; 
  mux2to1 m1(mux1a, mux1b, andgate, mux1out);  
  wire [31:0] instructionout;
  instructionMemory IM(pcout1, instructionout);  
  wire [4:0] rs1;
  wire [4:0] rs2;
  wire [4:0] rd;
  wire [6:0] opcodetoCU;
  wire [6:0] func7;
  wire [2:0] func3;
  instructionParser IP(instructionout, opcodetoCU, rd, func3, rs1, rs2, func7);  
  wire [63:0] ReadDataout1;
  wire [63:0] ReadDataout2;
  wire RegWrite;
  wire [63:0] mux3out;
  registerFile rf0(rs1, rs2, rd, mux3out, RegWrite, clk, reset, ReadDataout1, ReadDataout2);  
  wire [63:0] immcalc;
  wire [63:0] immWire;
  assign immcalc = immWire<<1; 
  wire [63:0] mux2out;
  wire ALUSrc;
  mux2to1 m2(ReadDataout2, immWire, ALUSrc, mux2out);  
  dataGenerator IDG(instructionout, immWire);  
  adder add1(pcout1, 64'd4, mux1a);  
  adder add2(pcout1, immcalc, mux1b);  
  wire [3:0]AlU_Operation;
  wire [63:0]aluout;
  ALU_64_bit alu(ReadDataout1, mux2out, AlU_Operation, aluout, zero);  
  wire [3:0] functin;
  assign functin = {instructionout[30], instructionout[14:12]};
  wire [1:0] ALUOPtoCU;
  ALUcontrol alucu(ALUOPtoCU, functin, AlU_Operation);  
  wire MemRead;
  wire MemWrite;
  wire MemtoReg;
  controlUnit cu(opcodetoCU, ALUOPtoCU, branch, MemRead, MemtoReg, MemWrite, ALUSrc, RegWrite);  
  wire [63:0] Read_Data;
  dataMemory dm(aluout, ReadDataout2, clk, MemWrite, MemRead, Read_Data);  
  mux2to1 m3(aluout, Read_Data, MemtoReg, mux3out);  
endmodule
module instructionFetch(
  input clk, reset,
  output [31:0] inst);
  wire [63:0] PCout, C;
  wire [63:0] B = 64'd4;
  programCounter c1(clk, reset, C, PCout);
  instructionMemory m1(PCout, inst);
  adder a1(PCout, B, C);
endmodule
```
**flow/run.sh**
```bash
#!/bin/bash
# OpenROAD 26Q1-2900-gdf79404cd8, Yosys 0.63+post, stock flow scripts
make -C /OpenROAD-flow-scripts/flow DESIGN_CONFIG=/design/flow/config.mk WORK_HOME=/design/flow/orfs finish
```
**flow/config.mk**
```make
export PLATFORM = sky130hd
export DESIGN_NAME = instructionFetch
export DESIGN_NICKNAME = instructionFetch
export VERILOG_FILES = /design/flow/design.v
export SDC_FILE = /design/flow/constraint.sdc
export NUM_CORES = 4
export LEC_CHECK = 1
export CORE_AREA = 10 10 70 70
export DIE_AREA = 0 0 80 80
```
**flow/constraint.sdc**
```tcl
current_design instructionFetch

set clk_period 1.0
set clk_io_pct 0.2

create_clock -name clk0 -period $clk_period [get_ports {clk}]

set non_clock_inputs [all_inputs -no_clocks]
set_input_delay [expr $clk_period * $clk_io_pct] -clock clk0 $non_clock_inputs
set_output_delay [expr $clk_period * $clk_io_pct] -clock clk0 [all_outputs]
```
==> flow_summary.json <==
{
  "drc": 0,
  "yosysWarningCount": 2,
  "port_buffers": 19,
  "vias": 272,
  "cap_violations": 0,
  "wl_per_cell_um": 8.03,
  "crit_top_cell": "buf_6",
  "whs_ns": 0.116,
  "io_pins": 34,
  "postLayoutSetupSlackWorst_ns": -0.399,
  "die_h_um": 80,
  "fill_cells": 374,
  "fin_setup_tns_ns": -5.93,
  "ys_ff": 2,
  "drv_slew": 0,
  "setup_viol": 18,
  "cts.sinks": 2,
  "dp.final_hpwl_um": 709,
  "syn_area_per_cell_um2": 8.25,
  "crit_chain": "inv_2 > ha_4 > inv_4 > buf_6 > buf_6",
  "cts_tree": "done",
  "grt_max_degree": 6,
  "rsz0062_at_grt": "true",
  "core_um2": 3420,
  "criticalPathCategory": "reg -> out",
  "openroad.warnings": 33,
  "reg2reg_from": "c1.PCout[2]",
  "wl_um": 899,
  "hold_class": "in -> async",
  "grt_usage_pct": 2.62,
  "regToRegSetupSlack_ns": 0.15,
  "fmaxAchievable_ghz": 0.715,
  "cp_num_buf_inv": 4,
  "min_period_over_period_pct": 140,
  "ys_area_um2": 347,
  "grt_pass1_wl_mm": 1.34,
  "total_leakage_power_nw": 0.319,
  "ys_cells": 42,
  "num_antenna_cells": 0,
  "cts_root_buf": "clkbuf_4",
  "htree_levels": 1,
  "powerDensity_nw_per_um2": 440,
  "min_period_ns": 1.40,
  "firstDrtPassIters": 2,
  "chip_area_um2": 6400,
  "netlist_area_um2": 347,
  "antenna_found_initial": 0,
  "drt_iter0_drc": 8,
  "cts_buffers": 3,
  "die_x_um": 80,
  "first_global_vias": 317,
  "timing.rr.end": "c1.PCout[3]",
  "rows": 21,
  "worstPathRequired_ns": 0.80,
  "clock_skew_ns": 0.0106,
  "synthCells": 42,
  "cts_hold_buf": 0,
  "status": "finished, violations left",
  "synth_seq_share_pct": 14.4,
  "critPathSlowestCell": "dfrtp_2",
  "ant_nets": 0,
  "vias_per_cell": 2.43,
  "synth_cell_types": 5,
  "cp.arrival_ns": 1.20,
  "clkSlewWorstSetupHoldPaths_ns": 0.04,
  "synthToLayoutAreaGrowth_pct": 92.1,
  "largest_register_ff_count": 2,
  "endpoint_kind": "primary output",
  "fp_util_pct": 10.1,
  "gp_congestion": 0.669,
  "clock_path_buffers": 2,
  "ir_worst_vdd_uv": 152,
  "drive_above_1_share_pct": 69.7,
  "place_ws_ns": -0.478,
  "r2r_cells": 2,
  "finalHoldViolations": 0,
  "violations": "setup timing",
  "critPathTopFamily": "flip-flops",
  "cp_max_fo": 5,
  "slowest_delay_ns": 0.38,
  "critPathLaunchType": "register",
  "clock_latency_ns": 0.23,
  "overflow": 0
}
-- per-stage QoR --
| stage | util, % | instances | total power [W] | cell area, um^2 |
|---|---|---|---|---|
| 2_1_floorplan | - | 54 | 0.000123 | 405 |
| 3_3_place_gp | 15.1 | 99 | 0.0000940 | 515 |
| 3_5_place_dp | 15.1 | 99 | 0.0000927 | 515 |
| 4_1_cts | 17.6 | 109 | 0.000309 | 601 |
| 5_1_grt | 19.5 | 112 | 0.000326 | 666 |
| 6_report | 19.5 | 112 | 0.000293 | 666 |
-- placed cells by master (no fill, tap or decap), drive strengths merged --
cell type,synthesis,routed
buf,25,30
ha,6,6
clkbuf,0,4
conb,2,14
dfrtp,2,2
clkdlybuf4s50,0,1
inv,7,7
dlygate4sd2,0,2
-- cell type report --
cell class                 instances  area, um^2  share of cell area (%)
sequential                         2        51.3                    7.71
inverter                           7        28.8                    4.32
multi-input combinational         20         203                    30.5
clock buffer                       4        26.3                    3.95
tap                               46        57.6                    8.65
timing repair buffer              33         299                    44.9
-- cell usage after synthesis, drive strengths merged --
library cell / n / area (um^2)
buf: 25 / 188
dfrtp: 2 / 50.1
conb: 2 / 7.51
inv: 7 / 26.3
ha: 6 / 75.1
-- where the power goes --
group	leakage [nW]	switching (W)	internal, W	total, W
registers	0.0269	0	0.0000814	0.0000814
logic	0.277	0.00000477	0.00000364	0.00000841
clock network	0.0150	0.0000544	0.000149	0.000203
total	0.319	0.0000592	0.000234	0.000293
-- logic make-up (layout without fill, tap and decap cells) --
kind of cell,count (synthesis),in the layout,synth area share [%]
buffers and inverters,32,44,61.7
adder cells (fa/ha/maj),6,6,21.7
other,2,14,2.17
flip-flops,2,2,14.4
-- worst register-to-register path: cells and delay by family (launching register included) --
kind	cells	cell delay, ns
flip-flops	1	0.42
adder cells (fa/ha/maj)	1	0.22
buffers and inverters	1	0.08
-- metal layers --
metal	track usage [%]	share of wire, %	wire [um]	vias to the layer above
li1	-	-	-	129
met1	2.46	40	358	115
met2	3.85	43	384	26
met3	2.73	17	150	2
met4	0.704	0.56	5	0
met5	0	0	0	-
-- how the worst max path moves through the flow --
stage               start       end  slack (ns)  depth (start not counted)
CTS           c1.PCout[2]  inst[16]       -0.42                          5
global route  c1.PCout[2]  inst[26]       -0.47                          5
finish        c1.PCout[2]  inst[26]       -0.40                          5
-- timing repair --
action                                  CTS  global route
endpoints found under the hold margin     0             0
endpoints found under the setup margin   18            18
pin swaps                                 4             2
buffers inserted                          6             3
gates resized                            73             7
Power and IR drop assume default switching activity.
